==> ./config.mk <==
export PLATFORM = sky130hd
export DESIGN_NAME = stretch
export DESIGN_NICKNAME = stretch
export VERILOG_FILES = /design/flow/design.v
export SDC_FILE = /design/flow/constraint.sdc
export NUM_CORES = 4
export LEC_CHECK = 1
export CORE_UTILIZATION = 30
export SYNTH_MEMORY_MAX_BITS = 65536
==> ./constraint.sdc <==
current_design stretch

set clk_period 14.9
set clk_io_pct 0.2

create_clock -name clk0 -period $clk_period [get_ports {idst_clk}]
create_clock -name clk1 -period $clk_period [get_ports {isrc_clk}]

set non_clock_inputs [all_inputs -no_clocks]
set_input_delay [expr $clk_period * $clk_io_pct] -clock clk0 $non_clock_inputs
set_output_delay [expr $clk_period * $clk_io_pct] -clock clk0 [all_outputs]
==> ./run.sh <==
#!/bin/bash
# OpenROAD 26Q1-2900-gdf79404cd8, Yosys 0.63+post, stock flow scripts
make -C /OpenROAD-flow-scripts/flow DESIGN_CONFIG=/design/flow/config.mk WORK_HOME=/design/flow/orfs finish
==> ./design.v <==
module async_buf #(
   parameter DATA_WIDTH = 8,
   parameter DEPTH      = 1
)(
   input                   isrc_rst_n,
   input                   isrc_clk,
   input                   isrc_wr,
   input [DATA_WIDTH-1:0]  isrc_data,
   input                   idst_rst_n,
   input                   idst_clk,
   input                   idst_rd,
   output [DATA_WIDTH-1:0] odst_data
);
   reg [DATA_WIDTH-1:0] buffer [0:DEPTH-1];
   reg [$clog2(DEPTH)-1:0] read_addr, write_addr;
   always @(posedge isrc_clk or negedge isrc_rst_n) begin
      if (!isrc_rst_n)
         write_addr <= {$clog2(DEPTH){1'b0}};
      else if (isrc_wr && (write_addr != (read_addr-1)))
         write_addr = write_addr + 1'b1;
   end
   always @(posedge idst_clk or negedge idst_rst_n) begin
      if (!idst_rst_n)
         read_addr <= {$clog2(DEPTH){1'b0}};
      else if (idst_rd && (read_addr != (write_addr-1)))
         read_addr = read_addr + 1'b1;
   end
   always @(posedge isrc_clk)
      if (isrc_wr) buffer[write_addr] <= isrc_data;
   assign odst_data = buffer[read_addr];
endmodule
`timescale 1ns/100ps
module divider (
   input iclk,
   input irst_n,
   input  [15:0] idividend,
   input  [7:0]  idivisor,
   output [7:0]  oquotient
);
   integer i;
   reg [15:0] dividend_pipeline    [0:7];
   reg [7:0]  divisor_pipeline     [0:7];
   reg [7:0]  quotient_pipeline    [0:7];
   reg [15:0] divisor_pow_pipeline [0:7];
   reg [15:0] accum_pipeline       [0:7];
   reg        accept_pipeline      [0:7];
   always @(posedge iclk or negedge irst_n) begin
     if (!irst_n) begin
        for (i = 0; i < 8; i = i + 1) begin
           dividend_pipeline[i] <= 8'h00;
           quotient_pipeline[i] <= 8'h00;
           accum_pipeline   [i] <= 8'h00;
        end
     end else begin
        for (i = 0; i < 8; i = i + 1) begin
           if (i == 0) begin
              dividend_pipeline[i] <= idividend;
              divisor_pipeline [i] <= idivisor;
              quotient_pipeline[i] <= {accept_pipeline[i], 7'd0};
              accum_pipeline   [i] <= accept_pipeline[i] ? divisor_pow_pipeline[i] : 8'h00;
           end else begin
              dividend_pipeline[i] <= dividend_pipeline[i-1];
              divisor_pipeline [i] <= divisor_pipeline[i-1];
              quotient_pipeline[i] <= quotient_pipeline[i-1] | (accept_pipeline[i] << (7-i));
              accum_pipeline   [i] <= accept_pipeline[i] ? accum_pipeline[i-1] + divisor_pow_pipeline[i] : accum_pipeline[i-1];
           end
        end
     end
   end
   always @* begin
      for (i = 0; i < 8; i = i + 1) begin
         if (i == 0) begin
            divisor_pow_pipeline[i] = {1'b0, idivisor, 7'd0};
            accept_pipeline     [i] = divisor_pow_pipeline[i] <= idividend;
         end else begin
            divisor_pow_pipeline[i] = divisor_pow_pipeline[i-1] >> 1;
            accept_pipeline     [i] = (accum_pipeline[i-1] + divisor_pow_pipeline[i]) <= dividend_pipeline[i-1];
         end
      end
   end
   assign oquotient = quotient_pipeline[7];
endmodule
`timescale 1ns/100ps
module mult255 (
   input iclk,
   input irst_n,
   input      [7:0]  x,
   output reg [15:0] q
);
   always @(posedge iclk) begin
      if (!irst_n)
         q <= 16'h0000;
      else begin
         case (x)
            8'h00 : q <= 16'h0000;
            8'h01 : q <= 16'h00ff;
            8'h02 : q <= 16'h01fe;
            8'h03 : q <= 16'h02fd;
            8'h04 : q <= 16'h03fc;
            8'h05 : q <= 16'h04fb;
            8'h06 : q <= 16'h05fa;
            8'h07 : q <= 16'h06f9;
            8'h08 : q <= 16'h07f8;
            8'h09 : q <= 16'h08f7;
            8'h0A : q <= 16'h09f6;
            8'h0B : q <= 16'h0af5;
            8'h0C : q <= 16'h0bf4;
            8'h0D : q <= 16'h0cf3;
            8'h0E : q <= 16'h0df2;
            8'h0F : q <= 16'h0ef1;
            8'h10 : q <= 16'h0ff0;
            8'h11 : q <= 16'h10ef;
            8'h12 : q <= 16'h11ee;
            8'h13 : q <= 16'h12ed;
            8'h14 : q <= 16'h13ec;
            8'h15 : q <= 16'h14eb;
            8'h16 : q <= 16'h15ea;
            8'h17 : q <= 16'h16e9;
            8'h18 : q <= 16'h17e8;
            8'h19 : q <= 16'h18e7;
            8'h1A : q <= 16'h19e6;
            8'h1B : q <= 16'h1ae5;
            8'h1C : q <= 16'h1be4;
            8'h1D : q <= 16'h1ce3;
            8'h1E : q <= 16'h1de2;
            8'h1F : q <= 16'h1ee1;
            8'h20 : q <= 16'h1fe0;
            8'h21 : q <= 16'h20df;
            8'h22 : q <= 16'h21de;
            8'h23 : q <= 16'h22dd;
            8'h24 : q <= 16'h23dc;
            8'h25 : q <= 16'h24db;
            8'h26 : q <= 16'h25da;
            8'h27 : q <= 16'h26d9;
            8'h28 : q <= 16'h27d8;
            8'h29 : q <= 16'h28d7;
            8'h2A : q <= 16'h29d6;
            8'h2B : q <= 16'h2ad5;
            8'h2C : q <= 16'h2bd4;
            8'h2D : q <= 16'h2cd3;
            8'h2E : q <= 16'h2dd2;
            8'h2F : q <= 16'h2ed1;
            8'h30 : q <= 16'h2fd0;
            8'h31 : q <= 16'h30cf;
            8'h32 : q <= 16'h31ce;
            8'h33 : q <= 16'h32cd;
            8'h34 : q <= 16'h33cc;
            8'h35 : q <= 16'h34cb;
            8'h36 : q <= 16'h35ca;
            8'h37 : q <= 16'h36c9;
            8'h38 : q <= 16'h37c8;
            8'h39 : q <= 16'h38c7;
            8'h3A : q <= 16'h39c6;
            8'h3B : q <= 16'h3ac5;
            8'h3C : q <= 16'h3bc4;
            8'h3D : q <= 16'h3cc3;
            8'h3E : q <= 16'h3dc2;
            8'h3F : q <= 16'h3ec1;
            8'h40 : q <= 16'h3fc0;
            8'h41 : q <= 16'h40bf;
            8'h42 : q <= 16'h41be;
            8'h43 : q <= 16'h42bd;
            8'h44 : q <= 16'h43bc;
            8'h45 : q <= 16'h44bb;
            8'h46 : q <= 16'h45ba;
            8'h47 : q <= 16'h46b9;
            8'h48 : q <= 16'h47b8;
            8'h49 : q <= 16'h48b7;
            8'h4A : q <= 16'h49b6;
            8'h4B : q <= 16'h4ab5;
            8'h4C : q <= 16'h4bb4;
            8'h4D : q <= 16'h4cb3;
            8'h4E : q <= 16'h4db2;
            8'h4F : q <= 16'h4eb1;
            8'h50 : q <= 16'h4fb0;
            8'h51 : q <= 16'h50af;
            8'h52 : q <= 16'h51ae;
            8'h53 : q <= 16'h52ad;
            8'h54 : q <= 16'h53ac;
            8'h55 : q <= 16'h54ab;
            8'h56 : q <= 16'h55aa;
            8'h57 : q <= 16'h56a9;
            8'h58 : q <= 16'h57a8;
            8'h59 : q <= 16'h58a7;
            8'h5A : q <= 16'h59a6;
            8'h5B : q <= 16'h5aa5;
            8'h5C : q <= 16'h5ba4;
            8'h5D : q <= 16'h5ca3;
            8'h5E : q <= 16'h5da2;
            8'h5F : q <= 16'h5ea1;
            8'h60 : q <= 16'h5fa0;
            8'h61 : q <= 16'h609f;
            8'h62 : q <= 16'h619e;
            8'h63 : q <= 16'h629d;
            8'h64 : q <= 16'h639c;
            8'h65 : q <= 16'h649b;
            8'h66 : q <= 16'h659a;
            8'h67 : q <= 16'h6699;
            8'h68 : q <= 16'h6798;
            8'h69 : q <= 16'h6897;
            8'h6A : q <= 16'h6996;
            8'h6B : q <= 16'h6a95;
            8'h6C : q <= 16'h6b94;
            8'h6D : q <= 16'h6c93;
            8'h6E : q <= 16'h6d92;
            8'h6F : q <= 16'h6e91;
            8'h70 : q <= 16'h6f90;
            8'h71 : q <= 16'h708f;
            8'h72 : q <= 16'h718e;
            8'h73 : q <= 16'h728d;
            8'h74 : q <= 16'h738c;
            8'h75 : q <= 16'h748b;
            8'h76 : q <= 16'h758a;
            8'h77 : q <= 16'h7689;
            8'h78 : q <= 16'h7788;
            8'h79 : q <= 16'h7887;
            8'h7A : q <= 16'h7986;
            8'h7B : q <= 16'h7a85;
            8'h7C : q <= 16'h7b84;
            8'h7D : q <= 16'h7c83;
            8'h7E : q <= 16'h7d82;
            8'h7F : q <= 16'h7e81;
            8'h80 : q <= 16'h7f80;
            8'h81 : q <= 16'h807f;
            8'h82 : q <= 16'h817e;
            8'h83 : q <= 16'h827d;
            8'h84 : q <= 16'h837c;
            8'h85 : q <= 16'h847b;
            8'h86 : q <= 16'h857a;
            8'h87 : q <= 16'h8679;
            8'h88 : q <= 16'h8778;
            8'h89 : q <= 16'h8877;
            8'h8A : q <= 16'h8976;
            8'h8B : q <= 16'h8a75;
            8'h8C : q <= 16'h8b74;
            8'h8D : q <= 16'h8c73;
            8'h8E : q <= 16'h8d72;
            8'h8F : q <= 16'h8e71;
            8'h90 : q <= 16'h8f70;
            8'h91 : q <= 16'h906f;
            8'h92 : q <= 16'h916e;
            8'h93 : q <= 16'h926d;
            8'h94 : q <= 16'h936c;
            8'h95 : q <= 16'h946b;
            8'h96 : q <= 16'h956a;
            8'h97 : q <= 16'h9669;
            8'h98 : q <= 16'h9768;
            8'h99 : q <= 16'h9867;
            8'h9A : q <= 16'h9966;
            8'h9B : q <= 16'h9a65;
            8'h9C : q <= 16'h9b64;
            8'h9D : q <= 16'h9c63;
            8'h9E : q <= 16'h9d62;
            8'h9F : q <= 16'h9e61;
            8'hA0 : q <= 16'h9f60;
            8'hA1 : q <= 16'ha05f;
            8'hA2 : q <= 16'ha15e;
            8'hA3 : q <= 16'ha25d;
            8'hA4 : q <= 16'ha35c;
            8'hA5 : q <= 16'ha45b;
            8'hA6 : q <= 16'ha55a;
            8'hA7 : q <= 16'ha659;
            8'hA8 : q <= 16'ha758;
            8'hA9 : q <= 16'ha857;
            8'hAA : q <= 16'ha956;
            8'hAB : q <= 16'haa55;
            8'hAC : q <= 16'hab54;
            8'hAD : q <= 16'hac53;
            8'hAE : q <= 16'had52;
            8'hAF : q <= 16'hae51;
            8'hB0 : q <= 16'haf50;
            8'hB1 : q <= 16'hb04f;
            8'hB2 : q <= 16'hb14e;
            8'hB3 : q <= 16'hb24d;
            8'hB4 : q <= 16'hb34c;
            8'hB5 : q <= 16'hb44b;
            8'hB6 : q <= 16'hb54a;
            8'hB7 : q <= 16'hb649;
            8'hB8 : q <= 16'hb748;
            8'hB9 : q <= 16'hb847;
            8'hBA : q <= 16'hb946;
            8'hBB : q <= 16'hba45;
            8'hBC : q <= 16'hbb44;
            8'hBD : q <= 16'hbc43;
            8'hBE : q <= 16'hbd42;
            8'hBF : q <= 16'hbe41;
            8'hC0 : q <= 16'hbf40;
            8'hC1 : q <= 16'hc03f;
            8'hC2 : q <= 16'hc13e;
            8'hC3 : q <= 16'hc23d;
            8'hC4 : q <= 16'hc33c;
            8'hC5 : q <= 16'hc43b;
            8'hC6 : q <= 16'hc53a;
            8'hC7 : q <= 16'hc639;
            8'hC8 : q <= 16'hc738;
            8'hC9 : q <= 16'hc837;
            8'hCA : q <= 16'hc936;
            8'hCB : q <= 16'hca35;
            8'hCC : q <= 16'hcb34;
            8'hCD : q <= 16'hcc33;
            8'hCE : q <= 16'hcd32;
            8'hCF : q <= 16'hce31;
            8'hD0 : q <= 16'hcf30;
            8'hD1 : q <= 16'hd02f;
            8'hD2 : q <= 16'hd12e;
            8'hD3 : q <= 16'hd22d;
            8'hD4 : q <= 16'hd32c;
            8'hD5 : q <= 16'hd42b;
            8'hD6 : q <= 16'hd52a;
            8'hD7 : q <= 16'hd629;
            8'hD8 : q <= 16'hd728;
            8'hD9 : q <= 16'hd827;
            8'hDA : q <= 16'hd926;
            8'hDB : q <= 16'hda25;
            8'hDC : q <= 16'hdb24;
            8'hDD : q <= 16'hdc23;
            8'hDE : q <= 16'hdd22;
            8'hDF : q <= 16'hde21;
            8'hE0 : q <= 16'hdf20;
            8'hE1 : q <= 16'he01f;
            8'hE2 : q <= 16'he11e;
            8'hE3 : q <= 16'he21d;
            8'hE4 : q <= 16'he31c;
            8'hE5 : q <= 16'he41b;
            8'hE6 : q <= 16'he51a;
            8'hE7 : q <= 16'he619;
            8'hE8 : q <= 16'he718;
            8'hE9 : q <= 16'he817;
            8'hEA : q <= 16'he916;
            8'hEB : q <= 16'hea15;
            8'hEC : q <= 16'heb14;
            8'hED : q <= 16'hec13;
            8'hEE : q <= 16'hed12;
            8'hEF : q <= 16'hee11;
            8'hF0 : q <= 16'hef10;
            8'hF1 : q <= 16'hf00f;
            8'hF2 : q <= 16'hf10e;
            8'hF3 : q <= 16'hf20d;
            8'hF4 : q <= 16'hf30c;
            8'hF5 : q <= 16'hf40b;
            8'hF6 : q <= 16'hf50a;
            8'hF7 : q <= 16'hf609;
            8'hF8 : q <= 16'hf708;
            8'hF9 : q <= 16'hf807;
            8'hFA : q <= 16'hf906;
            8'hFB : q <= 16'hfa05;
            8'hFC : q <= 16'hfb04;
            8'hFD : q <= 16'hfc03;
            8'hFE : q <= 16'hfd02;
            8'hFF : q <= 16'hfe01;
            default : q <= 16'h0000;
         endcase
      end
   end
endmodule
module stretch #(
   parameter SRC_POLARITY = 1,
   parameter DST_POLARITY = 1,
   parameter BUF_TYPE     = "ASYNC"
)(
   input        isrc_rst_n,
   input        isrc_clk,
   input  [7:0] isrc_data,
   input        isrc_vs,
   input        isrc_de,
   input        idst_rst_n,
   input        idst_clk,
   input  [7:0] idst_data,
   input        idst_vs,
   input        idst_hs,
   input        idst_de,
   output [7:0] odst_data,
   output       odst_vs,
   output       odst_hs,
   output       odst_de
);
   localparam PIPELINE_LEN = 10;
   reg  src_vs_reg;
   wire src_vs_strobe;
   reg  [7:0] min_int, max_int;
   wire [15:0] intensity, used_intensity;
   wire [7:0] used_min_int, used_max_int;
   wire [7:0] range;
   reg  dst_vs_reg;
   wire dst_vs_strobe;
   reg  [7:0]  dst_data_norm;
   wire [15:0] dst_data_mult;
   wire [7:0]  dst_data;
   reg [PIPELINE_LEN-1:0] dst_vs_pipeline;
   reg [PIPELINE_LEN-1:0] dst_hs_pipeline;
   reg [PIPELINE_LEN-1:0] dst_de_pipeline;
   always @ (posedge isrc_clk or negedge isrc_rst_n) begin
      if (!isrc_rst_n) src_vs_reg <= 1'b0;
      else             src_vs_reg <= isrc_vs;
   end
   assign src_vs_strobe = (src_vs_reg != SRC_POLARITY) && (isrc_vs == SRC_POLARITY);
   always @ (posedge isrc_clk or negedge isrc_rst_n) begin
      if (!isrc_rst_n) begin
         min_int <= 8'd255;
         max_int <= 8'd0;
      end else if (src_vs_strobe) begin
         min_int <= 8'd255;
         max_int <= 8'd0;
      end else if (isrc_de) begin
         if (isrc_data < min_int) min_int <= isrc_data;
         if (isrc_data > max_int) max_int <= isrc_data;
      end
   end
   always @ (posedge isrc_clk or negedge idst_rst_n) begin
      if (!idst_rst_n) dst_vs_reg <= 1'b0;
      else             dst_vs_reg <= idst_vs;
   end
   assign dst_vs_strobe = (dst_vs_reg != DST_POLARITY) && (idst_vs == DST_POLARITY);
   assign intensity = {max_int, min_int};
   generate
      if (BUF_TYPE == "BIN")
         bin_buf #(
            .DATA_WIDTH(16)
         ) bin_buf_inst (
            .irst_n(isrc_rst_n),
            .iclk  (isrc_clk),
            .idata (intensity),
            .iwr   (src_vs_strobe),
            .odata (used_intensity)
         );
      else
         async_buf #(
            .DATA_WIDTH(16),
            .DEPTH     ( 3)
         ) async_buf_inst (
            .isrc_rst_n(isrc_rst_n),
            .isrc_clk  (isrc_clk),
            .isrc_data (intensity),
            .isrc_wr   (src_vs_strobe),
            .idst_rst_n(idst_rst_n),
            .idst_clk  (idst_clk),
            .idst_rd   (dst_vs_strobe),
            .odst_data (used_intensity)
         );
   endgenerate
   assign used_max_int = used_intensity[15:8];
   assign used_min_int = used_intensity[7:0];
   assign range = used_max_int - used_min_int;
   always @ (posedge idst_clk or negedge idst_rst_n) begin
      if (!idst_rst_n)
         dst_data_norm <= 8'd0;
      else
         dst_data_norm <= idst_data - used_min_int;
   end
   mult255 mult255_inst (
      .iclk  (idst_clk),
      .irst_n(idst_rst_n),
      .x     (dst_data_norm),
      .q     (dst_data_mult)
   );
   divider divider_inst (
      .iclk     (idst_clk),
      .irst_n   (idst_rst_n),
      .idividend(dst_data_mult),
      .idivisor (range),
      .oquotient(dst_data)
   );
   always @ (posedge idst_clk or negedge idst_rst_n) begin
      if (!idst_rst_n) begin
         dst_vs_pipeline <= {PIPELINE_LEN{1'b0}};
         dst_hs_pipeline <= {PIPELINE_LEN{1'b0}};
         dst_de_pipeline <= {PIPELINE_LEN{1'b0}};
      end else begin
         dst_vs_pipeline <= {dst_vs_pipeline[PIPELINE_LEN-2:0], idst_vs};
         dst_hs_pipeline <= {dst_hs_pipeline[PIPELINE_LEN-2:0], idst_hs};
         dst_de_pipeline <= {dst_de_pipeline[PIPELINE_LEN-2:0], idst_de};
      end
   end
   assign odst_data = dst_data;
   assign odst_vs = dst_vs_pipeline[PIPELINE_LEN-1];
   assign odst_hs = dst_hs_pipeline[PIPELINE_LEN-1];
   assign odst_de = dst_de_pipeline[PIPELINE_LEN-1];
endmodule
==> results.toml <==
# synthesis and place-and-route metrics
[placed_design]
dp_hpwl_um = 23500
detailedPlace.worstSlack_ps = 8270
placed_cell_area_sq_um = 18500
port_buffers = 34
gp_routability_congestion = 0.866

[setup_path]
timing.critical_path.from_type = "flop"
max_stage_delay_ps = 790
timing.critical_path.cells = "buf_4 > mux2i_1 > nor2_1 > a21oi_1 > ha_1 > inv_1 > fa_1 > ha_1 > inv_1 > fa_1 > nand2b_1 > a21oi_1 > or2_1 > o311ai_1 > nor2_1 > xor2_1 > ha_1 > and4_1 > a221oi_1 > a21oi_1 > buf_4 > inv_2 > mux2_1"
end_kind = "flop"
setup.worst_path.class = "flop to flop"
worst-path-max-fanout = 16
timing.critical_path.buf_inv = 5
critPathRequiredTime_ps = 15340
critPathSlowestCell = "sky130_fd_sc_hd__o311ai_1"
top_delay_family_on_crit_path = "adder cells"
critical_path_arrival_ps = 7200

[detailed_routing]
drt-total-wl_um = 31000
antenna_fix_cells = 0
drc_errors = 0
detail_route.iter0.violations = 412
final_antenna_net_count = 0
total_vias_in_the_final_route = 10200
detailedRoute.firstPassIterationCount = 4
via_count_normalized_by_instance_count = 4.41
wl_per_cell_um = 13.4

[flow_run]
max_cap_violations = 0
tool_warnings = 43

[floorplan]
die_h_um = 241
chipArea_sq_um = 58100
io-pin-count = 36
core_area_sq_um = 56400
die_width_um = 241
floorplanUtilization_pct = 30.4
std_cell_rows = 87

[yosys]
syn_area_sq_um = 17100
synthTopCellsByArea = "sky130_fd_sc_hd__dfrtp_1 41%, sky130_fd_sc_hd__ha_1 15%, sky130_fd_sc_hd__edfxtp_1 8.4%"
synth-seq-area-share_pct = 52.8
yosysUniqueCellTypes = 76
count_of_instantiated_cells_in_the_yosys_netlist = 1452
number_of_synthesized_flops_with_an_enable_pin = 48
top_area_share_pct = 41.3
postSynth.asyncResetShare_pct = 82.0
synth_chip_area_sq_um = 17100
synth_flop_count = 355
ys_dominant_reg_cell = "sky130_fd_sc_hd__dfrtp_1"
top_area_cell = "sky130_fd_sc_hd__dfrtp_1"
synthesis.area_per_instance_sq_um = 11.8
ys_warn_count = 10
synthCells = 1452

[clock_network]
cts_tree = "yes"
clk_pin_slew_ps = 60
cts_setup_buffers = 0
cts.sink_count = 355
cts_repair_resize_count = 0
hold_buffers = 0

[final_timing]
final.hold.worst_slack_ps = 331
final.setup_skew_ps = 19.8
worst_pin_slew_ps = 948
setup_tns_ps = 0
number_of_setup_violations_in_the_final_report = 0
rsz0062_at_grt = "false"
timing.slew.headroom_pct = 35.8
setup_slack_ps = 8140
timing.final.max_slew_violations = 0
finalHoldViolCount = 0

[layout]
area_delta_synth_final_pct = 15.8
n_fill_cell = 5455
largest_reg_flops = 112
largest_register = "divider_inst.dividend_pipeline"
sequential_cell_area_sq_um = 9050
logic_area_sq_um = 7400
finalInstanceArea_sq_um = 19900
largestRegisters = "divider_inst.dividend_pipeline: 112 flops, divider_inst.accum_pipeline: 83 flops, genblk1.async_buf_inst.buffer: 48 flops"
drive_above_1_share_pct = 7.25

[global_route]
grt_first_pass_wirelength_um = 52900
initial_antenna_violation_count = 0
grt_usage_pct = 11.8
grt_start_max_net_pins = 91
number_of_global_route_vias_before_repair = 10700
grt_remaining_overflow = 0

[status]
outcome = "complete, no violations"

[min_path]
hp-class = "flop to flop"
## worst paths after layout
check | from | endpoint | slack [ps] | cells after the start
worst max-delay path | genblk1.async_buf_inst.read_addr[0] | divider_inst.accum_pipeline[6][8] | 8140 | 23
worst min-delay path | divider_inst.quotient_pipeline[3][5] | divider_inst.quotient_pipeline[4][5] | 330 | 0
worst max register to register | genblk1.async_buf_inst.read_addr[0] | divider_inst.accum_pipeline[6][8] | 8140 | 23
worst min register to register | divider_inst.quotient_pipeline[3][5] | divider_inst.quotient_pipeline[4][5] | 330 | 0
max in group clk1 | isrc_data[1] | min_int[0] | 9880 | 7
max in group asynchronous | idst_rst_n | dst_vs_reg | 10660 | 3
min in group clk1 | max_int[7] | genblk1.async_buf_inst.buffer[2][15] | 530 | 0
min in group asynchronous | idst_rst_n | dst_hs_pipeline[7] | 2430 | 1
## cell usage after synthesis (22+ instances only)
library cell / number
sky130_fd_sc_hd__xnor2_1: 76
sky130_fd_sc_hd__a21oi_1: 85
sky130_fd_sc_hd__xor2_1: 41
sky130_fd_sc_hd__a21o_1: 29
sky130_fd_sc_hd__nor2_1: 69
sky130_fd_sc_hd__mux2_1: 35
sky130_fd_sc_hd__edfxtp_1: 48
sky130_fd_sc_hd__nand3_1: 22
sky130_fd_sc_hd__dfrtp_1: 283
sky130_fd_sc_hd__inv_1: 155
sky130_fd_sc_hd__ha_1: 202
sky130_fd_sc_hd__nand2_1: 61
sky130_fd_sc_hd__o21ai_1: 39
## area by class of cell
cell class                      instances  area share (%)
Clock buffer                           54            5.61
Sequential cell                       355            45.6
Tap cell                              756            4.76
Multi-Input combinational cell        916            37.3
Clock inverter                         18            1.28
Timing Repair Buffer                   52            2.42
Inverter                              163            3.08
## layout by cell type, fill, tap and decap left out, types with 22 or more instances in the layout
| cell | n |
|---|---|
| sky130_fd_sc_hd__mux2_1 | 35 |
| sky130_fd_sc_hd__xor2_1 | 41 |
| sky130_fd_sc_hd__inv_1 | 155 |
| sky130_fd_sc_hd__xnor2_1 | 76 |
| sky130_fd_sc_hd__clkdlybuf4s50_1 | 33 |
| sky130_fd_sc_hd__dfrtp_1 | 283 |
| sky130_fd_sc_hd__nand2_1 | 61 |
| sky130_fd_sc_hd__a21o_1 | 29 |
| sky130_fd_sc_hd__nand3_1 | 22 |
| sky130_fd_sc_hd__nor2_1 | 69 |
| sky130_fd_sc_hd__o21ai_1 | 39 |
| sky130_fd_sc_hd__clkbuf_16 | 40 |
| sky130_fd_sc_hd__ha_1 | 202 |
| sky130_fd_sc_hd__edfxtp_1 | 48 |
| sky130_fd_sc_hd__a21oi_1 | 85 |
## cell families (layout without fill, tap and decap cells)
logic type      Yosys count  count (layout)  share of synthesized area, %
mux                      58              58                          3.68
fa+ha+maj               211             211                          15.8
buf+inv                 181             287                          4.03
simple gates            288             288                          8.77
flops                   355             355                          52.8
xor+xnor                117             117                          5.98
compound gates          242             242                          8.96
## per-layer routing
| layer | track usage, % | routed length, um | vias up |
|---|---|---|---|
| li1 | - | - | 5185 |
| met4 | 3.20 | 1020 | 0 |
| met3 | 2.91 | 1520 | 59 |
| met2 | 20.5 | 15600 | 144 |
| met5 | 0 | 0 | - |
| met1 | 14.6 | 12900 | 4819 |
## per-stage QoR
stage | utilization, % | cells
global route | 35.2 | 2314
detailed placement | 32.8 | 2242
global placement | 32.8 | 2242
finish | 35.2 | 2314
floorplan | - | 1452
CTS | 35.2 | 2314
