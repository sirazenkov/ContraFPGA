## flow/design.v

```verilog
module syn_gen #(
  parameter H_TOTAL  = 1056,  
  parameter H_SYNC   =  128,  
  parameter H_BPORCH =   88,  
  parameter H_RES    =  800,  
  parameter V_TOTAL  =  628,  
  parameter V_SYNC   =    4,  
  parameter V_BPORCH =   23,  
  parameter V_RES    =  600,  
  parameter RD_HRES  =  640,
  parameter RD_VRES  =  480,
  parameter HS_POL   =    1,  
  parameter VS_POL   =    1   
)(
  input I_pxl_clk,  
  input I_rst_n,    
  output reg O_rden,
  output reg O_de,
  output reg O_hs,
  output reg O_vs
);
  reg [15:0] V_cnt;
  reg [15:0] H_cnt;
  wire Pout_de_w;
  wire Pout_hs_w;
  wire Pout_vs_w;
  reg  Pout_de_dn;
  reg  Pout_hs_dn;
  reg  Pout_vs_dn;
  wire Rden_w;
  reg  Rden_dn;
  always @(posedge I_pxl_clk or negedge I_rst_n) begin
    if (!I_rst_n)
      V_cnt <= 16'd0;
    else begin
      if ((V_cnt >= (V_TOTAL-1'b1)) && (H_cnt >= (H_TOTAL-1'b1)))
        V_cnt <= 16'd0;
      else if (H_cnt >= (H_TOTAL-1'b1))
        V_cnt <=  V_cnt + 1'b1;
      else
        V_cnt <= V_cnt;
    end
  end
  always @(posedge I_pxl_clk or negedge I_rst_n) begin
    if (!I_rst_n)
      H_cnt <= 16'd0;
    else if (H_cnt >= (H_TOTAL-1'b1))
      H_cnt <= 16'd0;
    else
      H_cnt <= H_cnt + 1'b1;
  end
  assign Pout_de_w = (H_cnt >= (H_SYNC+H_BPORCH)) && (H_cnt <= (H_SYNC+H_BPORCH+H_RES-1'b1)) &&
                     (V_cnt >= (V_SYNC+V_BPORCH)) && (V_cnt <= (V_SYNC+V_BPORCH+V_RES-1'b1));
  assign Pout_hs_w = !((H_cnt >= 16'd0) && (H_cnt <= (H_SYNC-1'b1)));
  assign Pout_vs_w = !((V_cnt >= 16'd0) && (V_cnt <= (V_SYNC-1'b1)));
  assign Rden_w = (H_cnt >= (H_SYNC+H_BPORCH)) && (H_cnt <= (H_SYNC+H_BPORCH+RD_HRES-1'b1)) &&
                  (V_cnt >= (V_SYNC+V_BPORCH)) && (V_cnt <= (V_SYNC+V_BPORCH+RD_VRES-1'b1));
  always @(posedge I_pxl_clk or negedge I_rst_n) begin
    if (!I_rst_n) begin
      Pout_de_dn <= 1'b0;
      Pout_hs_dn <= 1'b1;
      Pout_vs_dn <= 1'b1;
      Rden_dn    <= 1'b0;
    end else begin
      Pout_de_dn <= Pout_de_w;
      Pout_hs_dn <= Pout_hs_w;
      Pout_vs_dn <= Pout_vs_w;
      Rden_dn    <= Rden_w   ;
    end
  end
  always @(posedge I_pxl_clk or negedge I_rst_n) begin
    if (!I_rst_n) begin
      O_de   <= 1'b0;
      O_hs   <= 1'b1;
      O_vs   <= 1'b1;
      O_rden <= 1'b0;
    end else begin
      O_de   <= Pout_de_dn;
      O_hs   <= HS_POL ? ~Pout_hs_dn : Pout_hs_dn;
      O_vs   <= VS_POL ? ~Pout_vs_dn : Pout_vs_dn;
      O_rden <= Rden_dn;
    end
  end
endmodule
```

## flow/run.sh

```bash
#!/bin/bash
# OpenROAD 26Q1-2900-gdf79404cd8, Yosys 0.63+post, stock flow scripts
make -C /OpenROAD-flow-scripts/flow DESIGN_CONFIG=/design/flow/config.mk WORK_HOME=/design/flow/orfs finish
```

## flow/config.mk

```make
export PLATFORM = sky130hd
export DESIGN_NAME = syn_gen
export DESIGN_NICKNAME = syn_gen
export VERILOG_FILES = /design/flow/design.v
export SDC_FILE = /design/flow/constraint.sdc
export NUM_CORES = 4
export LEC_CHECK = 1
export CORE_UTILIZATION = 30
```

## flow/constraint.sdc

```tcl
current_design syn_gen

set clk_period 3.2
set clk_io_pct 0.2

create_clock -name clk0 -period $clk_period [get_ports {I_pxl_clk}]

set non_clock_inputs [all_inputs -no_clocks]
set_input_delay [expr $clk_period * $clk_io_pct] -clock clk0 $non_clock_inputs
set_output_delay [expr $clk_period * $clk_io_pct] -clock clk0 [all_outputs]
```

==> changes_impl.md <==
### Changed

* Status: finished, final reports clean
* Yosys reg bits at 40
* Synth Seq Share at 53.07%
* Final hold violations at 0
* Sink Count at 40
* Post-synth cell types at 43
* Die span in y at 81.49 um
* Number of I/O port buffers at 5
* Sequential share of power at 53.4%
* RSZ-0062 raised after global routing: no
* Synth area leader: dfrtp_1
* Critical Path Start: H_cnt[0]
* Cell total after placement at 268
* Syn Std Cell Area at 1896 sq um
* Yosys warnings at 1
* Comb area at 854.6 sq um
* Chip area at 6641 sq um
* # setup viols final at 0
* Clock Latency Late Sink at 0.29 ns
* Post-CTS Setup Repair Bufs at 0
* Final Max Slew Viols at 0
* Core box area at 5991 sq um
* Global Route Usage Sum at 11.26%
* Detailed-route via count at 1328
* Root Driver: clkbuf_8
* Final setup margin at 1.060 ns
* DR vias/cell at 4.812
* Max stage delay on crit path at 0.68 ns
* # Cells Yosys at 188
* Max cap viols at 0
* Post-route ant nets at 0
* DRC viols at 0
* Post-CTS Resized at 0
* Worst reg2reg startpoint: H_cnt[0]
* Fin crit share at 66.88%
* Post-CTS Hold Buffers at 0
* Crit path to: V_cnt[5]
* Final setup TNS at 0 ns
* Row count at 28
* Post-Synthesis Cells at 188
* TritonRoute pass-1 iters at 4
* Placed inst area at 2029 sq um
* Share of post-route cells with drive strength above 1 at 12.44%
* RD Place Congestion at 0.8058
* Crit-path cells: ha_1 > nand4_1 > nand3_1 > a21o_1 > o21ai_0 > a22o_1
* Async set-reset flop share out of synthesis at 100.0%
* Top cell area share at 47.52%
* Clock Tree Buf Depth at 2
* Worst path depth at 6
* Max-slew headroom at 44.24%
* Max VDD drop at 0.3205 mV
* Logic pwr share at 13.2%
* FILL cells at 583
* DRT Wirelength at 3196 um
* Area growth from synthesis to layout at 12.74%
* Ports at 6
* Worst hold path class: register to register
* 1st-iter DRT viols at 105
* TritonCTS clock tree: built
* Power density cells at 557.4 nW/um^2
* Commonest flop: dfrtp_1
* Tally of OpenROAD warnings at 28
* NetSw at 0.3206 mW
* Setup WS pre-CTS at 1.081 ns
* Cts bufs inserted at 5
* Final Non-Filler Cells at 276
* Global-route wire length before repair at 5692 um
* # diodes at 0
* Crit path time final at 2.140 ns
* Actual slew at the worst max-slew pin at 0.8364 ns
* Design area at 2137 sq um
* Worst-path fanout max at 25
* Clock skew at 0.005151 ns
* Cell leakage power at 0.9431 nW
* Slowest cell on the critical path: a21o_1
* Clock power share at 33.4%
* Detail Placement HPWL at 2132 um
* CP startpoint kind: register
* CP required at 3.38 ns
* Chip area in the Yosys report at 1896 sq um
* Crit path DAT at 2.32 ns
* Syn_area_per_cell at 10.08 sq um
* Clock slew at reported path FFs at 0.07 ns
* Initial antenna violation count at 0
* Init Core Util at 31.64%
* Setup crit end kind: register
* Die X at 81.49 um
* Largest net degree at the start of global routing at 41
* R2R depth at 6
* Max Fclk at 0.4672 GHz
* Top cells by area: dfrtp_1 (48%), nor2_1 (6.3%), dfstp_2 (5.5%), ha_1 (2.6%), nand3_1 (2.6%)
* H-tree levels at 2
* Wirelength per Cell at 11.58 um
* Aggregate global routing overflow at 0
* Cell family with most CP delay: AND-OR/OR-AND gates
* Internal power at 0.8707 mW
* FF-to-FF End: V_cnt[5]
* WS Path Type: register to register
* Flop-to-flop setup slack at 1.06 ns
* Flop area at 1006 sq um
* Post-synth EDFFs at 0
* Sw frac at 26.91%
* Buf/Inv on CP at 0
* Number of global-route vias before repair at 1224
[registers in the layout, indices dropped and copies added, names as in the netlist]
name / count
Pout_vs_dn: 1
Pout_hs_dn: 1
O_hs: 1
O_vs: 1
Rden_dn: 1
V_cnt: 16
O_de: 1
Pout_de_dn: 1
O_rden: 1
H_cnt: 16
[how the worst min path moves through the flow]
stage / endpoint / slack (ns) / cells past startpoint / from
4_1_cts: O_rden / 0.35 / 0 / Rden_dn
5_1_grt: O_rden / 0.36 / 0 / Rden_dn
6_report: O_rden / 0.35 / 0 / Rden_dn
[layout by cell type, fill, tap and decap left out, types with 2 or more instances in the layout]
master,synthesis,layout
o21ai_1,2,2
o21ai_0,8,8
dfstp_2,4,4
ha_1,4,4
xnor2_1,5,5
nor2b_1,5,5
clkdlybuf4s50_1,0,4
a21oi_1,5,5
clkbuf_8,0,5
a31oi_1,4,4
a22o_1,5,5
and3_1,5,5
nor3_1,5,5
conb_1,1,5
inv_1,6,6
and2_1,4,4
dfrtp_1,36,36
xor2_1,4,4
a41oi_1,2,2
nor4_1,3,3
nor2_1,32,32
nand3_1,10,10
nand4_1,3,3
nand2_1,13,13
[worst reg2reg max path: cells and delay by family, from the launching register on]
| kind | cells | cell delay, ns |
|---|---|---|
| simple gates | 2 | 0.23 |
| fa+ha+maj | 1 | 0.26 |
| flops | 1 | 0.39 |
| compound gates | 3 | 1.16 |
[power groups by stage]
stage | registers [mW] | logic [mW] | clock network (mW)
after CTS | 0.634 | 0.160 | 0.410
after global routing | 0.648 | 0.188 | 0.435
final | 0.636 | 0.158 | 0.398
[metrics by stage]
stage                     power, mW  util [%]  hold slack (ns)
after floorplan              0.7668         -           0.3312
after global placement       0.7981     33.88           0.3315
after detailed placement     0.8020     33.88           0.3347
after CTS                     1.204     35.67           0.3524
after global routing          1.271     35.67           0.3627
final                         1.191     35.67           0.3507
[cell type report]
type / count / area share (%)
clock buffers: 6 / 3.396
clock inverters: 2 / 1.639
inverters: 6 / 1.054
multi-input cells: 141 / 39.99
flip-flops and latches: 40 / 47.07
well taps: 75 / 4.391
repair buffers: 6 / 2.459
[per-layer routing]
layer  GRT usage, %  wire [um]
met5              0          0
met4          2.143         64
met3          2.818        121
met2          16.17       1331
met1          17.66       1679
[kinds of logic (layout without fill, tap and decap cells)]
kind of cell             count (synthesis)  after routing  synth area share (%)
flip-flops                              40             40                 53.07
buffers and inverters                   11             20                 2.640
AND/OR/NAND/NOR                         91             91                 25.41
adder cells (fa/ha/maj)                  4              4                 2.640
AND-OR/OR-AND                           32             32                 11.88
other                                    1              5                0.1978
XOR/XNOR                                 9              9                 4.158
[cells in the mapped netlist (all sizes together) (2+ instances only)]
library cell / number
dfrtp: 36
nor2: 33
nand2: 13
nand3: 11
o21ai: 10
and3: 6
inv: 6
nor3: 6
a21oi: 5
a22o: 5
and2: 5
nor2b: 5
xnor2: 5
a31oi: 4
dfstp: 4
ha: 4
xor2: 4
buf: 3
nand4: 3
nor4: 3
a41oi: 2
clkbuf: 2
nand2b: 2
Power and IR drop assume default switching activity.
